==> design.v <==
module add1(input a,b,cin, output sum,cout);
  assign sum=a^b^cin;
  assign cout=a&b|b&cin|cin&a;
endmodule
module add16 ( input[15:0]a, b ,input cin,output [15:0]sum, output cout);
wire cout0,cout1,cout2,cout3,cout4,cout5,cout6,cout7,cout8,cout9,cout10,cout11,cout12,cout13,cout14;
  add1 a0(a[0],b[0],1'b0 ,sum[0],cout0);
  add1 a1(a[1],b[1],cout0,sum[1],cout1);
  add1 a2(a[2],b[2],cout1,sum[2],cout2);
  add1 a3(a[3],b[3],cout2,sum[3],cout3);
  add1 a4(a[4],b[4],cout3,sum[4],cout4);
  add1 a5(a[5],b[5],cout4,sum[5],cout5);
  add1 a6(a[6],b[6],cout5,sum[6],cout6);
  add1 a7(a[7],b[7],cout6,sum[7],cout7);
  add1 a8(a[8],b[8],cout7,sum[8],cout8);
  add1 a9(a[9],b[9],cout8,sum[9],cout9);
  add1 a10(a[10],b[10],cout9,sum[10],cout10);
  add1 a11(a[11],b[11],cout10,sum[11],cout11);
  add1 a12(a[12],b[12],cout11,sum[12],cout12);
  add1 a13(a[13],b[13],cout12,sum[13],cout13);
  add1 a14(a[14],b[14],cout13,sum[14],cout14);
  add1 a15(a[15],b[15],cout14,sum[15],cout);
endmodule
module top_module (
    input [31:0] a,
    input [31:0] b,
    output [31:0] sum
);
    wire couta,coutb;
  add16 inst1( a[15:0]  , b[15:0] , 1'b0, sum [15:0]  ,couta);
  add16 inst2( a[31:16] , b[31:16],cout0, sum [31:16] ,coutb);
endmodule
==> run.sh <==
#!/bin/bash
# OpenROAD 26Q1-2900-gdf79404cd8, Yosys 0.63+post, stock flow scripts
make -C /OpenROAD-flow-scripts/flow DESIGN_CONFIG=/design/flow/config.mk WORK_HOME=/design/flow/orfs finish
==> config.mk <==
export PLATFORM = sky130hd
export DESIGN_NAME = top_module
export DESIGN_NICKNAME = top_module
export VERILOG_FILES = /design/flow/design.v
export SDC_FILE = /design/flow/constraint.sdc
export NUM_CORES = 4
export LEC_CHECK = 1
export CORE_AREA = 10 10 88 88
export DIE_AREA = 0 0 98 98
==> constraint.sdc <==
current_design top_module

set clk_period 7.7
set clk_io_pct 0.2

create_clock -name clk0 -period $clk_period

set non_clock_inputs [all_inputs -no_clocks]
set_input_delay [expr $clk_period * $clk_io_pct] -clock clk0 $non_clock_inputs
set_output_delay [expr $clk_period * $clk_io_pct] -clock clk0 [all_outputs]
==> ci_impl_report.md <==
### Metrics collected by this job

| Metric | Value |
|---|---|
| Post-DRT Antenna Nets | 0 |
| Port bufs | 96 |
| Detailed-route DRC error count | 0 |
| Synth Instances | 64 |
| HPWL Detailed | 2940 µm |
| Int Power | 91.2 µW |
| Std-Cell Core Area | 0.00592 mm² |
| Max Freq | 119 MHz |
| Yosys warnings | 1 |
| DR WL/cell | 14.2 µm |
| Die Y | 98 µm |
| Initial antenna violation count | 0 |
| Top-Level Pins | 96 |
| Net Sw Power | 33.5 µW |
| Max-slew violations | 0 |
| Via count | 678 |
| Status | complete, but fails checks |
| Post-synth cell types | 4 |
| Final weighted congestion in routability-driven placement | 0.780 |
| Type of element capturing the critical path | output port |
| YS chip area | 873 µm² |
| Final setup violation count | 8 |
| Worst setup margin | -0.732 ns |
| Non-filler cells, final | 203 |
| Seq_cells | 0 |
| Tot GR Track Use | 0.0589 |
| Die X | 98 µm |
| Comb pwr share | 1.000 |
| First-pass GRT wire length | 4600 µm |
| Leak | 0.619 nW |
| Ant. Diodes | 0 |
| PD cells | 71.9 mW/mm² |
| # rows | 28 |
| Synthesized area per cell | 13.6 µm² |
| Mapped Area | 873 µm² |
| Register area | 0 µm² |
| Post-route cell area | 0.00174 mm² |
| Least-Margin Pin Slew | 0.112 ns |
| Clock Power Share | 0 |
| Placed Area | 0.00178 mm² |
| Top logic cell by instance count in the layout | clkdlybuf4s50_1 |
| WHS Endpoint | sum[16] |
| Hold Buf Count CTS | 0 |
| Area Growth Syn to Fin | 98.7% |
| HP Class | in2out |
| WL final | 2890 µm |
| CP required | 6.16 ns |
| Crit path kind | in2out |
| Vias/cell | 3.34 |
| Clock buf count | 0 |
| Synth Seq Share | 0 |
| Final period util | 1.10 |
| Violated checks | negative setup slack |
| CP max FO | 1 |
| Switching Share | 0.269 |
| Number of max-cap violations | 0 |
| Critical Path Start Type | primary input |
| Rel. slew slack | 0.925 |
| GR Overflow Total | 0 |
| Detailed router's first-iteration violation count | 0 |
| Most numerous logic cells after layout | 77 x clkdlybuf4s50_1, 28 x fa_2, 10 x buf_2 |
| # placed instances | 203 |
| Hold Vio Cnt, Final | 0 |
| Die area | 0.00960 mm² |
| Hold Path Cell Cnt | 3 |
| Reg power frac | 0 |
| Worst IR Drop VDD | 0.0322 mV |
| RSZ-0062 raised after global routing | yes |
| Pin count of the biggest net entering global routing | 2 |
| Pre-antenna DRT Iters | 1 |
| CP arrival | 6.89 ns |
| Final core utilization | 0.293 |
| Vias in the first global route | 915 |
| Starting Density | 0.148 |
| Min cycle time layout | 8.43 ns |
| Log Warnings | 35 |
| # fillers | 616 |
| HP Start | a[16] |
| Logic area | 728 µm² |
| Layout cells sized above 1 | 0.359 |
| # Cells Yosys | 64 |
## cell usage after synthesis (all sizes together)
library cell  count  area, µm²
fa               28        561
ha                2       25.0
buf              32        240
xor3              2       47.6
## logic make-up (layout without fill, tap and decap cells)
| kind of cell | count (synthesis) | count (layout) | synth area share |
|---|---|---|---|
| xor+xnor | 2 | 2 | 0.0544 |
| buf+inv | 32 | 96 | 0.275 |
| fa+ha+maj | 30 | 30 | 0.670 |
## cell type report
type                            count  share of cell area
Timing Repair Buffer               96               0.526
Tap cell                           75              0.0541
Multi-Input combinational cell     32               0.420
## worst max-delay path: stages
cell	delay, ns
buf_8	0.10
ha_4	0.14
fa_2	0.33
fa_2	0.34
fa_2	0.34
fa_2	0.35
fa_2	0.35
fa_2	0.34
fa_2	0.34
fa_2	0.35
fa_2	0.34
fa_2	0.34
fa_2	0.34
fa_2	0.34
fa_2	0.35
fa_2	0.34
xor3_1	0.18
buf_2	0.12
## layer usage
| layer | up-vias | track usage | wire [µm] |
|---|---|---|---|
| met4 | 0 | 0 | 0 |
| li1 | 292 | - | - |
| met5 | - | 0 | 0 |
| met2 | 80 | 0.0812 | 1050 |
| met3 | 0 | 0.0548 | 725 |
| met1 | 306 | 0.0706 | 1110 |
## timing repair
item | in CTS | in global routing
endpoints found under the hold margin | 0 | 0
gates cloned | 0 | 0
pin swaps | 32 | 28
setup endpoints to repair | 12 | 11
gates resized | 59 | 4
setup buffers | 0 | 0
## power by group through the flow
| stage | clock network, mW | logic [mW] | registers (mW) |
|---|---|---|---|
| 6_report | 0 | 0.125 | 0 |
| 5_1_grt | 0 | 0.142 | 0 |
| 4_1_cts | 0 | 0.134 | 0 |
## worst max path at each step
stage | startpoint | endpoint | slack, ns | cells past startpoint
4_1_cts | a[0] | sum[15] | -1.40 | 18
5_1_grt | b[16] | sum[31] | -0.85 | 18
6_report | a[0] | sum[15] | -0.73 | 18
## per-stage QoR
stage / total power, mW / setup TNS (ns) / hold WS (ns) / setup slack [ns]
floorplan: 0.0684 / -2.64 / 3.25 / -0.747
global placement: 0.142 / -11.33 / 4.11 / -1.66
global route: 0.142 / -4.43 / 3.74 / -0.849
detailed placement: 0.143 / -11.42 / 4.11 / -1.69
finish: 0.125 / -3.59 / 3.72 / -0.732
CTS: 0.134 / -7.13 / 3.72 / -1.40
Power is estimated from default activity; no workload was simulated.
